==> design/flow/design.v <==
module asych_fifo #(parameter      DATA_WIDTH = 4,
                                   ADDR_WIDTH = 4,
                                   DEPTH      = 1 << ADDR_WIDTH
                      )
  (
    input                         rd_clk    ,   
    input                         wr_clk    ,   
    input                         rd_en     ,   
    input                         wr_en     ,   
    input                         reset_n   ,   
    input      [DATA_WIDTH-1:0]   data_in   ,   
    output                        fifo_full ,   
    output                        fifo_Mty  ,   
    output     [DATA_WIDTH-1:0]   data_out      
  );
  reg  [ADDR_WIDTH:0]   rd_ptr         ;        
  wire [ADDR_WIDTH:0]   rd_ptr_gray    ;
  wire [ADDR_WIDTH:0]   rd_ptr_sync    ;
  reg  [ADDR_WIDTH:0]   rd_ptr_sync1   ;
  reg  [ADDR_WIDTH:0]   rd_ptr_sync2   ;
  reg  [ADDR_WIDTH:0]   wr_ptr         ;
  wire [ADDR_WIDTH:0]   wr_ptr_gray    ;
  wire [ADDR_WIDTH:0]   wr_ptr_sync    ;
  reg  [ADDR_WIDTH:0]   wr_ptr_sync1   ;
  reg  [ADDR_WIDTH:0]   wr_ptr_sync2   ;
  reg  [DATA_WIDTH-1:0] mem [0:DEPTH-1] ;
  integer i;
  always @(posedge wr_clk or negedge reset_n)
    begin
      if(!reset_n)
        begin
          wr_ptr      <= 'b0;
          for(i = 0; i < DEPTH; i = i+1)
            begin
              mem[i] <= {(DATA_WIDTH-1){1'b0}};
            end
        end
      else if(fifo_full == 1'b0 && wr_en == 1'b1)
        begin
          mem[wr_ptr[ADDR_WIDTH-1:0]] <= data_in;
          wr_ptr                      <= wr_ptr + 'b1;
        end
      else
        begin
          wr_ptr <= wr_ptr;
        end
    end
  always @(posedge wr_clk or negedge reset_n)
    begin
      if(!reset_n)
        begin
          rd_ptr_sync1 <= 'b0;
          rd_ptr_sync2 <= 'b0;
        end
      else
        begin
          rd_ptr_sync1 <= rd_ptr_gray;
          rd_ptr_sync2 <= rd_ptr_sync1;
        end
    end
  always @(posedge rd_clk or negedge reset_n)
    begin
      if(!reset_n)
        begin
          rd_ptr <= 'b0;
        end
      else if(fifo_Mty == 1'b0 && rd_en == 1'b1)
        begin
          rd_ptr      <= rd_ptr + 'b1;
        end
      else
        begin
          rd_ptr <= rd_ptr;
        end
    end
  always @(posedge rd_clk or negedge reset_n)
    begin
      if(!reset_n)
        begin
          wr_ptr_sync1 <= 'b0;
          wr_ptr_sync2 <= 'b0;
        end
      else
        begin
          wr_ptr_sync1 <= wr_ptr_gray;
          wr_ptr_sync2 <= wr_ptr_sync1;
        end
    end
   assign wr_ptr_gray = wr_ptr ^ (wr_ptr >> 1);
   assign rd_ptr_gray = rd_ptr ^ (rd_ptr >> 1);
   assign fifo_Mty    = (((wr_ptr_sync2 == 'b0) && (rd_ptr_gray == 'b0)) || (rd_ptr_gray == wr_ptr_sync2)) ? 1'b1 : 1'b0;
   assign fifo_full   = ({~wr_ptr_gray[ADDR_WIDTH-1],wr_ptr_gray[ADDR_WIDTH-2:0]} == {rd_ptr_sync2[ADDR_WIDTH-1],rd_ptr_sync2[ADDR_WIDTH-2:0]}) && 
	                 (wr_ptr_gray[ADDR_WIDTH] != rd_ptr_sync2[ADDR_WIDTH]);
   assign data_out    =  mem[rd_ptr[ADDR_WIDTH-1:0]];
endmodule
==> design/flow/run.sh <==
#!/bin/bash
# OpenROAD 26Q1-2900-gdf79404cd8, Yosys 0.63+post, stock flow scripts
make -C /OpenROAD-flow-scripts/flow DESIGN_CONFIG=/design/flow/config.mk WORK_HOME=/design/flow/orfs finish
==> design/flow/config.mk <==
export PLATFORM = sky130hd
export DESIGN_NAME = asych_fifo
export DESIGN_NICKNAME = asych_fifo
export VERILOG_FILES = /design/flow/design.v
export SDC_FILE = /design/flow/constraint.sdc
export NUM_CORES = 4
export LEC_CHECK = 1
export CORE_UTILIZATION = 30
==> design/flow/constraint.sdc <==
current_design asych_fifo

set clk_period 3.0
set clk_io_pct 0.2

create_clock -name clk0 -period $clk_period [get_ports {rd_clk}]
create_clock -name clk1 -period $clk_period [get_ports {wr_clk}]

set non_clock_inputs [all_inputs -no_clocks]
set_input_delay [expr $clk_period * $clk_io_pct] -clock clk0 $non_clock_inputs
set_output_delay [expr $clk_period * $clk_io_pct] -clock clk0 [all_outputs]
==> notes.md <==
fresh numbers from the pnr run: async set-reset flop share out of synthesis 1.00, drt drc 0, count of different cell masters after synthesis 26, antenna violations before repair 0, GPL Wtd Cong 0.834, mapped cell area around 4300 um^2, Critical Path Max Stage Delay roughly 0.44 ns, io pins 15, Post-Synthesis Cells 331, clk sinks between 90 and 100, Power Dens Cells approximately 1200 nW/um^2, CP startpoint kind register, TritonCTS clock tree built, total die area between 10000 and 15000 um^2, Routed Antenna Nets 0, sequential cell area roughly 2400 um^2, RSZ-0062 raised after global routing true, Peak VDD IR around 0.35 mV, fp util 0.308, remaining global-route overflow 0, power consumption between 6 and 7 mW, status completed, Starting DRT DRC Count about 160, DP HPWL ~6.6 mm, total global-route track usage 0.147, endpoints failing hold 0, crit path kind register to output pin, Layout Skew about 0.0054 ns, count of library flops with an enable pin 0, share of cells above drive strength 1 0.335, worst-margin pin slew 0.664 ns, leakage power between 2 and 2.5 nW, Yosys warning total 2, maxcap violations 0, Top-area cell share 0.551, top cells by area dfrtp_1 (55%), mux2_2 (17%), ha_1 (5.3%), relative slew slack 0.556, Cell Rows roughly 43, hold buffers post-CTS 0, top_reg_cell synth dfrtp_1, vias per inst a little over 5, Hold Crit Class input pin to async pin, ys flops between 90 and 100, count leader, synth dfrtp_1, CP Cell Sequence inv_1, ha_1, nor3_1, o22ai_2, buf_4, mux2_2, clkdlybuf4s50_1, Synth Seq Share 0.551, first-pass GRT wire length between 15 and 20 mm, worst hold slack about 0.25 ns, vias in the first global route ~2800, Synth area leader dfrtp_1, DRT Wirelength between 9 and 10 mm, drt first pass iters 4, Reg2Reg Setup Slack 0.65 ns, I/O Buffers 13, Worst path top cell family by delay buffers and inverters, clk slew on worst S/H paths ~0.050 ns, CP bufs+invs 3, routed vias about 2800, mean post-synth cell area approximately 13 um^2, Slew Limit Fails 0, YS chip area 4270 um^2, crit path max fanout 5, DIE WIDTH ~120 um, CP max-delay cell dfrtp_1, CP endpoint kind output pin, n_diodes 0, synth-to-layout area growth 22.9%, CP arrival around 2.4 ns, Logic cell area 1930 um^2, number of filler cells placed in the layout around 1300, yosys cell count around 330, core footprint approximately 14000 um^2, average wire per standard cell around 18 um, Req. time, crit path between 2 and 2.5 ns, largest net degree at the start of global routing 46, # setup viols final 0, Commonest cells post-synth dfrtp_1 (94), mux2_2 (64), a21oi_1 (24), nand3_1 (19), ha_1 (18), chip height ~120 um, OpenROAD warning count 39
flip-flops by register name, summed over array words and instances, names as in the netlist:
register / flops
rd_ptr: 5
rd_ptr_sync2: 5
wr_ptr_sync1: 5
wr_ptr_sync2: 5
wr_ptr: 5
rd_ptr_sync1: 5
mem: 64
layer usage:
| metal | GRT usage | wire length (um) | vias up | part of all wire |
|---|---|---|---|---|
| met3 | 0.0360 | 418 | 13 | 0.043 |
| met1 | 0.220 | 4680 | 1433 | 0.48 |
| met2 | 0.223 | 4460 | 45 | 0.46 |
| met5 | 0 | 0 | - | 0 |
| met4 | 0.0247 | 155 | 0 | 0.016 |
| li1 | - | - | 1263 | - |
kinds of logic (layout without fill, tap and decap cells):
group | Yosys count | after routing | share of synthesized area
fa+ha+maj | 18 | 18 | 0.0527
mux | 68 | 68 | 0.179
xor+xnor | 20 | 20 | 0.0410
buf+inv | 28 | 64 | 0.0261
simple gates | 36 | 36 | 0.0407
flops | 94 | 94 | 0.551
compound gates | 67 | 67 | 0.110
through the flow:
| step | setup TNS (ns) | setup slack [ns] | utilization | area, um^2 | instances |
|---|---|---|---|---|---|
| after CTS | 0 | 0.00518 | 0.371 | 5150 | 545 |
| after detailed placement | 0 | 0.0830 | 0.337 | 4680 | 522 |
| after global placement | 0 | 0.113 | 0.337 | 4680 | 522 |
| after global routing | -0.0891 | -0.0613 | 0.378 | 5250 | 547 |
| final | 0 | 0.0309 | 0.378 | 5250 | 547 |
| after floorplan | 0 | 0.731 | - | 4270 | 331 |
final cells by class:
type / count / share of cell area
flip-flops and latches: 94 / 0.449
multi-input cells: 209 / 0.369
clock buffers: 16 / 0.0639
repair buffers: 34 / 0.0555
well taps: 180 / 0.0429
clock inverters: 4 / 0.0133
inverters: 10 / 0.00715
report_power, final:
group | internal [mW] | leakage [nW] | total [mW] | switching, mW
registers | 1.91 | 1.14 | 2.30 | 0.394
clock network | 0.951 | 0.201 | 1.45 | 0.497
logic | 1.42 | 0.914 | 2.75 | 1.33
final timing paths:
| path | start | endpoint | cells past startpoint |
|---|---|---|---|
| worst max-delay path | rd_ptr[1] | data_out[1] | 7 |
| worst min-delay path | reset_n | rd_ptr_sync1[4] | 1 |
| worst max register to register | wr_ptr[2] | mem[14][1] | 7 |
| worst min register to register | wr_ptr_sync1[0] | wr_ptr_sync2[0] | 0 |
| max in group clk1 | wr_ptr[2] | mem[14][1] | 7 |
| max in group asynchronous | reset_n | rd_ptr[3] | 2 |
| min in group clk0 | wr_ptr_sync1[0] | wr_ptr_sync2[0] | 0 |
| min in group clk1 | rd_ptr_sync1[2] | rd_ptr_sync2[2] | 0 |
cell usage in the layout (no fill, tap or decap), types with 6 or more instances in the layout:
master / netlist / routed
a22o_1: 14 / 14
mux2_2: 64 / 63
clkdlybuf4s50_1: 0 / 11
nand3_1: 19 / 19
buf_4: 0 / 21
ha_1: 18 / 10
xor2_1: 12 / 12
xnor2_1: 8 / 8
inv_1: 10 / 8
nand2_1: 6 / 6
dfrtp_1: 94 / 92
clkbuf_16: 0 / 12
ha_4: 0 / 7
a22oi_1: 14 / 12
a21oi_1: 24 / 24
repair_timing:
action / 4_1_cts / 5_1_grt
endpoints found under the setup margin: 5 / 5
pin swaps: 2 / 7
buffers inserted: 3 / 2
gates resized: 11 / 17
Power and IR drop assume default switching activity.
